### design/flow/config.mk
export PLATFORM = sky130hd
export DESIGN_NAME = multiplier
export DESIGN_NICKNAME = multiplier
export VERILOG_FILES = /design/flow/design.v
export SDC_FILE = /design/flow/constraint.sdc
export NUM_CORES = 4
export LEC_CHECK = 1
export CORE_UTILIZATION = 50
### design/flow/design.v
module controller(
    input clk,
    input test, busy,
    output reg seed_b, reset_b, shift,
    output reg start_test, done,
	output reg [7:0] count
    );
    parameter IDLE  = 2'b00,  
			  TEST  = 2'b01,  
			  HALT  = 2'b10,  
			  DONE  = 2'b11;  
    reg [1:0] state, next_state;
    always @(posedge clk, negedge test) begin
        if (~test) begin   
            state <= IDLE;
            count <= 255;  
        end
        else begin
            state <= next_state;
            if(state == TEST) count <= count - 1'b1;  
        end
    end
    always @(*) begin
        next_state = state;
        case (state)
            IDLE : if(test) next_state = TEST; 
            TEST : begin
				    if(count==0) next_state = DONE;  
					else next_state = HALT;  
				   end
			HALT : if(busy==0) next_state = TEST;  
        endcase
    end
    always @(*) begin
        reset_b    = 1'b1;   
        seed_b     = 1'b1;
        done       = 1'b0;
		start_test = 1'b0;
		shift      = 1'b0;
        case (state)  
            IDLE  : begin
                        reset_b = 1'b0;
                        seed_b  = 1'b0;
                    end
            TEST  :	start_test = 1'b1;   
			HALT  : if(busy==0) shift = 1'b1;  
            DONE  : done = 1'b1;  
        endcase
    end
endmodule
module lfsr(
    input clk, seed_b, shift,
    output reg [7:0] q
    );	 
	 always @(posedge clk, negedge seed_b) begin
		if(~seed_b)
			q <= 8'b1111_1111;   
		else if(shift) begin
			q[0] <= q[7];
			q[1] <= q[0];
			q[2] <= q[1]^q[7];
			q[3] <= q[2]^q[7];
			q[4] <= q[3]^q[7];
			q[5] <= q[4];
			q[6] <= q[5];
			q[7] <= q[6];
		end
	 end
endmodule
module misr(
    input clk, reset_b, shift,
	input [7:0] d,
    output reg [7:0] q
    );	 
	 always @(posedge clk, negedge reset_b) begin
		if(~reset_b)
			q <= 8'b0;   
		else if(shift) begin
			q[0] <= q[7]^d[0];
			q[1] <= q[0]^d[1];
			q[2] <= q[1]^q[7]^d[2];
			q[3] <= q[2]^q[7]^d[3];
			q[4] <= q[3]^q[7]^d[4];
			q[5] <= q[4]^d[5];
			q[6] <= q[5]^d[6];
			q[7] <= q[6]^d[7];
		end
	 end
endmodule
module mult(
	 input clk, start,   
	 input [3:0] mc, mp,   
	 output [7:0] prod,    
	 output busy           
	 );
	reg [3:0] A, Q, M;
	reg Q_1;
	reg [2:0] count;
	wire [3:0] sum, difference;
	always @(posedge clk) begin
		if(start) begin    
			A <= 4'b0;
			M <= mc;
			Q <= mp;
			Q_1 <= 1'b0;
			count <= 3'b0;
		end
		else begin  
			case({Q[0], Q_1})   
				2'b0_1 : {A, Q, Q_1} <= {sum[3], sum, Q};   
				2'b1_0 : {A, Q, Q_1} <= {difference[3], difference, Q};
				default: {A, Q, Q_1} <= {A[3], A, Q};
			endcase
			count <= count + 1'b1;
		end	
	end
	alu ADDER (A, M, 1'b0, sum);
	alu SUBTRACTOR (A, ~M, 1'b1, difference);
	assign prod = {A, Q};
	assign busy = (count < 4);   
endmodule
module alu(
	input [3:0] a, b,
	input cin,
	output [3:0] out
	);
	assign out = a + b + cin;
endmodule
module multiplier(
    input clk,
    input [3:0] a, b,
	input start, test,
    output [7:0] product,
    output busy, pass
    );
	 wire [3:0] mc_mux, mp_mux;
	 wire [7:0] pattern, count, prod;
	 mult BOOTH (
		.clk(clk), 
		.start(start_mux), 
		.mc(mc_mux), 
		.mp(mp_mux), 
		.prod(prod), 
		.busy(busy)
	 );
	 tester BIST (
		.clk(clk_g), 
		.test(test), 
		.busy(busy), 
		.prod(prod), 
		.start_test(start_test), 
		.pass(pass), 
		.pattern(pattern), 
		.count(count)
	 );
	 assign mc_mux    = (test) ? pattern[3:0] : a,
            mp_mux    = (test) ? pattern[7:4] : b,
            start_mux = (test) ? start_test   : start,
		    product   = (test) ? count        : prod;
	 assign clk_g = clk && test;   
endmodule
module tester(
	 input clk,
	 input test, busy,
     input [7:0] prod,
     output start_test, pass,
	 output [7:0] pattern, count
    );
    wire [7:0] sign;
    lfsr GENERATOR (  
		.clk(clk), 
		.seed_b(seed_b), 
		.shift(shift),  
		.q(pattern)
	 );
    misr COMPACTOR (
		.clk(clk), 
		.reset_b(reset_b), 
		.shift(shift), 
		.d(prod), 
		.q(sign)
	 );
    controller CONTROL (
		.clk(clk), 
		.test(test), 
		.busy(busy), 
		.seed_b(seed_b), 
		.reset_b(reset_b), 
		.shift(shift), 
		.start_test(start_test), 
		.done(done), 
		.count(count)
	 );
	assign pass = (sign == 8'b0101_1111) && done;
endmodule
### design/flow/constraint.sdc
current_design multiplier

set clk_period 2.1
set clk_io_pct 0.2

create_clock -name clk0 -period $clk_period [get_ports {clk}]

set non_clock_inputs [all_inputs -no_clocks]
set_input_delay [expr $clk_period * $clk_io_pct] -clock clk0 $non_clock_inputs
set_output_delay [expr $clk_period * $clk_io_pct] -clock clk0 [all_outputs]
### design/flow/run.sh
#!/bin/bash
# OpenROAD 26Q1-2900-gdf79404cd8, Yosys 0.63+post, stock flow scripts
make -C /OpenROAD-flow-scripts/flow DESIGN_CONFIG=/design/flow/config.mk WORK_HOME=/design/flow/orfs finish
==> impl_metrics.yaml <==
# yosys + openroad results
status:
  status: "finished, final reports clean"
timing:
  fin_crit_sh_pct: 97.2
  setup_violations: 0
  timing.final.hold_violations: 0
  rsz0062_at_grt: "yes"
  drv_slew: 0
  clock_skew_ns: 0.0722
  fin_setup_tns_ns: 0
  worst_slew_pin_slew_ns: 0.677
  max_slew_margin_pct: 54.8
  period_minus_slack_ns: 2.04
  fmax_mhz: 490
yosys:
  aoi_share_pct: 8.55
  postSynthSeqShare_pct: 47.7
  ys_cells: 204
  ys_sh_adder_pct: 7.28
  synth_chip_area_um2: 2270
  synth-edff-count: 4
  simple_gate_area_share_pct: 11.1
  yosysTopAreaCell: "dfstp_2"
  logic_family: "multiplexers"
  yosysWarnings: 11
  top_area_share_pct: 19.7
  xor_area_share_pct: 8.49
  synthArstFlopShare_pct: 63.6
  synthCells: 204
  synth-main-ff-cell: "dfstp_2"
  yosysUniqueCellTypes: 43
  syn_area_um2: 2270
  mux_share_pct: 12.6
  ys.flops: 44
  synth_area_per_cell_um2: 11.1
  netlist_top_cells_area: "dfstp_2, dfrtp_1, dfxtp_1"
critical_path:
  crit_path_top_delay_cell: "dfrtp_1"
  r2r_slack_ns: 0.31
  rr_endpoint: "BOOTH.A[2]"
  cp-end-kind: "primary output"
  reg2reg_depth: 6
  cp_data_required_time_ns: 1.68
  slowest_delay_ns: 0.42
  cp_cell_sequence: "nor4bb_4 > nand3_1 > nor2_1 > buf_2"
  arrival_ns: 1.62
  worstReg2RegStart: "BOOTH.M[2]"
  startpoint_type: "flop"
  crit_fanout: 2
  crit_type: "flop to primary output"
layout:
  layout-drive-gt1-share_pct: 29.1
  stdcell_count: 303
  post-route-util_pct: 66.1
  area_growth_pct: 27.0
  layout.cell_area.non_filler_um2: 2880
pwr:
  p_total_mw: 1.89
  leakage_nw: 1.30
  max-vdd-ir-drop_mv: 0.460
  powerDensity_nw_per_um2: 655
routing:
  drtIter0Drc: 48
  vias_per_cell: 5.38
  route.detailed.drc: 0
  wl_um: 4410
  ant_nets: 0
  first_pass_iters: 4
  drt-wirelength-per-cell_um: 14.5
  n_antenna_cell: 0
  vias: 1629
die:
  die_y_um: 69.4
  fp.coreArea_um2: 4350
  row_count: 24
  fp_util_pct: 52.1
  die-area_um2: 4810
  pin_count: 21
  fp.dieW_um: 69.4
placed_design:
  dp_hpwl_um: 3140
  gp_congestion: 0.771
  placed_area_um2: 2550
  portBuffers: 20
  dp.cells: 275
global_route:
  grt_pass1_vias: 1633
  antenna_found_initial: 0
  grt_start_max_net_pins: 25
  grt.overflow.total: 0
  grt_usage_pct: 20.9
  grt_pass1_wl_um: 7730
run:
  log.warning_count: 30
  drv_cap: 0
worst_hold_path:
  hold_path.class: "primary input to asynchronous set/reset pin"
clocking:
  cts.clk_slew.worst_paths_ns: 0.10
  tritoncts: "done"
  clk_latency_ns: 0.63
## cells in the mapped netlist (all sizes together) (3+ instances only)
| master | number |
|---|---|
| nor2 | 19 |
| mux2 | 18 |
| xnor2 | 18 |
| dfstp | 17 |
| inv | 14 |
| a21oi | 12 |
| dfxtp | 12 |
| dfrtp | 11 |
| ha | 10 |
| nand2 | 10 |
| mux2i | 7 |
| o21ai | 6 |
| buf | 5 |
| edfxtp | 4 |
| nand3 | 4 |
| nor3 | 4 |
| xor2 | 4 |
| a221oi | 3 |
| clkbuf | 3 |
## area by class of cell
class,instances,area (um^2)
Timing Repair Buffer,42,367
Fill cell,326,1470
Sequential cell,44,1080
Clock inverter,2,33.8
Clock buffer,11,151
Multi-Input combinational cell,138,1130
Tap cell,52,65.1
Inverter,14,52.6
## worst max path at each step
stage | cells past startpoint | slack [ns] | to | from
4_1_cts | 4 | 0.03 | pass | BIST.COMPACTOR.q[7]
5_1_grt | 4 | -0.07 | pass | BIST.COMPACTOR.q[7]
6_report | 4 | 0.06 | pass | BIST.COMPACTOR.q[7]
## placed cells by master (no fill, tap or decap), types with 2 or more instances in the layout
master	synthesis	layout
a21oi_1	12	12
a221oi_1	3	3
a22o_1	2	2
and2_1	2	2
buf_4	1	19
clkbuf_8	0	11
clkdlybuf4s50_1	0	10
dfrtp_1	11	11
dfstp_2	17	17
dfxtp_1	12	11
dlygate4sd2_1	0	9
dlygate4sd3_1	0	2
edfxtp_1	4	4
fa_1	2	2
ha_1	10	10
inv_1	12	12
inv_2	2	2
mux2_1	4	4
mux2_2	14	8
mux2_4	0	6
mux2i_1	6	6
nand2_1	10	10
nand3_1	4	4
nor2_1	19	19
nor3_1	4	4
o21ai_0	6	6
o311a_1	2	2
or3_1	2	2
xnor2_1	18	18
xor2_1	4	4
## per-layer routing
layer / vias up / share of wire [%] / global-route usage, %
met5: - / 0 / 0
met4: 0 / 1.6 / 3.85
met2: 32 / 45 / 30.0
li1: 790 / - / -
met3: 10 / 3.7 / 5.16
met1: 797 / 49 / 34.4
## per-stage QoR
stage	setup WS (ns)	hold WS (ns)
final	0.0585	0.254
after global routing	-0.0717	0.263
after CTS	0.0281	0.00355
after floorplan	0.483	-0.457
after detailed placement	-0.148	0.199
after global placement	-0.133	0.192
## registers in the layout (all words and copies together), names as in the netlist
signal              count
BIST.CONTROL.state      4
BOOTH.Q_1               1
BOOTH.Q                 4
BIST.COMPACTOR.q        8
BOOTH.count             3
BIST.GENERATOR.q        8
BOOTH.M                 4
BIST.CONTROL.count      8
BOOTH.A                 4
## what timing repair did
action,in CTS,in global routing
hold buffers,1,1
hold endpoints to repair,1,1
buffers inserted,12,1
resized,21,0
cloned,0,0
endpoints found under the setup margin,9,1
pin swaps,3,0
## cell families after synthesis
kind of cell    count (synthesis)
buf+inv                        22
mux                            25
fa+ha+maj                      12
simple gates                   49
compound gates                 30
xor+xnor                       22
flops                          44
## worst max-delay path, delay by kind of cell, from the launching register on
family / cells / cell delay, ns
simple gates: 3 / 0.48
flops: 1 / 0.42
buf+inv: 1 / 0.09
## power breakdown
part | switching (mW) | total (mW) | leakage [nW] | internal (mW)
sequential | 0.0842 | 0.780 | 0.464 | 0.696
combinational | 0.165 | 0.396 | 0.738 | 0.231
clock | 0.241 | 0.711 | 0.0966 | 0.470
No activity file was given, so power comes from the tool's default toggle rates.
